### ./design.v
`timescale 1ns / 1ps
module fifo_mem #(parameter DEPTH=8, DATA_WIDTH=8, PTR_WIDTH=3) (
  input wclk, w_en, rclk, r_en,
  input [PTR_WIDTH:0] b_wptr, b_rptr,
  input [DATA_WIDTH-1:0] data_in,
  input full, empty,
  output reg [DATA_WIDTH-1:0] data_out
);
  reg [DATA_WIDTH-1:0] fifo[0:DEPTH-1];
  always@(posedge wclk) begin
    if(w_en & !full) begin
      fifo[b_wptr[PTR_WIDTH-1:0]] <= data_in;         
    end
  end
 always@(posedge rclk) begin
      if(r_en & !empty) begin
        data_out <= fifo[b_rptr[PTR_WIDTH-1:0]];
      end
    end
endmodule
`timescale 1ns / 1ps
module asynchronous_fifo #(parameter DEPTH=8, DATA_WIDTH=8) (
  input wclk, wrst_n,
  input rclk, rrst_n,
  input w_en, r_en,
  input [DATA_WIDTH-1:0] data_in,
  output wire [DATA_WIDTH-1:0] data_out,
  output wire full, empty
);
  parameter PTR_WIDTH = 3;
  wire [PTR_WIDTH:0] g_wptr_sync, g_rptr_sync;
  wire [PTR_WIDTH:0] b_wptr, b_rptr;
  wire [PTR_WIDTH:0] g_wptr, g_rptr;
  wire [PTR_WIDTH:0] waddr, raddr;
  Synchronizer #(PTR_WIDTH) sync_wptr (
      .clk(rclk),            
      .rst_n(rrst_n),        
      .d1(g_wptr),           
      .q2(g_wptr_sync)       
    );  
    Synchronizer #(PTR_WIDTH) sync_rptr (
      .clk(wclk),            
      .rst_n(wrst_n),        
      .d1(g_rptr),           
      .q2(g_rptr_sync)       
    );  
  wptr_handler #(PTR_WIDTH) wptr_h (
      .wclk(wclk),           
      .wrst_n(wrst_n),       
      .w_en(w_en),           
      .g_rptr_sync(g_rptr_sync),  
      .b_wptr(b_wptr),       
      .g_wptr(g_wptr),       
      .full(full)            
    );
  rptr_handler #(PTR_WIDTH) rptr_h (
      .rclk(rclk),           
      .rrst_n(rrst_n),       
      .r_en(r_en),           
      .g_wptr_sync(g_wptr_sync),  
      .b_rptr(b_rptr),       
      .g_rptr(g_rptr),       
      .empty(empty)          
    );
  fifo_mem fifom (
      .wclk(wclk),           
      .w_en(w_en),           
      .rclk(rclk),           
      .r_en(r_en),           
      .b_wptr(b_wptr),       
      .b_rptr(b_rptr),       
      .data_in(data_in),     
      .full(full),           
      .empty(empty),         
      .data_out(data_out)    
    );
endmodule
`timescale 1ns / 1ps
module rptr_handler #(parameter PTR_WIDTH=3) (
  input rclk, rrst_n, r_en,
  input [PTR_WIDTH:0] g_wptr_sync,
  output reg [PTR_WIDTH:0] b_rptr, g_rptr,
  output reg empty
);
  wire [PTR_WIDTH:0] b_rptr_next;
  wire [PTR_WIDTH:0] g_rptr_next;
  wire rempty;
  assign b_rptr_next = b_rptr+(r_en & !empty);
  assign g_rptr_next = (b_rptr_next >>1)^b_rptr_next;
  assign rempty = (g_wptr_sync == g_rptr_next);
  always@(posedge rclk or negedge rrst_n) begin
    if(!rrst_n) begin
      b_rptr <= 0;
      g_rptr <= 0;
    end
    else begin
      b_rptr <= b_rptr_next;
      g_rptr <= g_rptr_next;
    end
  end
  always@(posedge rclk or negedge rrst_n) begin
    if(!rrst_n) empty <= 1;
    else        empty <= rempty;
  end
endmodule
module Synchronizer #(parameter PTR_WIDTH = 3 )(     
    input clk,rst_n,
    input [PTR_WIDTH:0] d1,
    output reg [PTR_WIDTH:0] q2
    );
 reg [PTR_WIDTH:0] q1;
 always @(posedge clk) begin   
    if(!rst_n) begin
      q1 <= 0;
      q2 <= 0;  end
    else       begin
      q1 <= d1;
      q2 <= q1;  end
                       end   
endmodule
module wptr_handler #(parameter PTR_WIDTH=3) (    
  input wclk, wrst_n, w_en,
  input [PTR_WIDTH:0] g_rptr_sync,
  output reg [PTR_WIDTH:0] b_wptr, g_wptr,
  output reg full
);
  wire [PTR_WIDTH:0] b_wptr_next;
  wire [PTR_WIDTH:0] g_wptr_next;
  reg wrap_around;
  wire wfull;
  assign b_wptr_next = b_wptr + (w_en & !full);
  assign g_wptr_next = (b_wptr_next >> 1) ^ b_wptr_next;
  always @(posedge wclk or negedge wrst_n) begin
    if (!wrst_n) begin
      b_wptr <= 0;
      g_wptr <= 0;
      wrap_around <= 0;
    end
    else begin
      b_wptr <= b_wptr_next;
      g_wptr <= g_wptr_next;
      wrap_around <= (b_wptr_next[PTR_WIDTH] != b_wptr[PTR_WIDTH]);  
    end
  end
  always @(posedge wclk or negedge wrst_n) begin
    if (!wrst_n) full <= 0;
    else        full <= wfull;
  end
  assign wfull = (g_wptr_next == {~g_rptr_sync[PTR_WIDTH:PTR_WIDTH-1], g_rptr_sync[PTR_WIDTH-2:0]});
endmodule
### ./run.sh
#!/bin/bash
# OpenROAD 26Q1-2900-gdf79404cd8, Yosys 0.63+post, stock flow scripts
make -C /OpenROAD-flow-scripts/flow DESIGN_CONFIG=/design/flow/config.mk WORK_HOME=/design/flow/orfs finish
### ./config.mk
export PLATFORM = sky130hd
export DESIGN_NAME = asynchronous_fifo
export DESIGN_NICKNAME = asynchronous_fifo
export VERILOG_FILES = /design/flow/design.v
export SDC_FILE = /design/flow/constraint.sdc
export NUM_CORES = 4
export LEC_CHECK = 1
export CORE_UTILIZATION = 30
### ./constraint.sdc
current_design asynchronous_fifo

set clk_period 2.5
set clk_io_pct 0.2

create_clock -name clk0 -period $clk_period [get_ports {rclk}]
create_clock -name clk1 -period $clk_period [get_ports {wclk}]

set non_clock_inputs [all_inputs -no_clocks]
set_input_delay [expr $clk_period * $clk_io_pct] -clock clk0 $non_clock_inputs
set_output_delay [expr $clk_period * $clk_io_pct] -clock clk0 [all_outputs]
==> flow_summary.yaml <==
# flow metrics
floorplanning:
  chip_area_mm2: 0.0135
  initCoreUtil_pct: 30.8
  fp.dieW_um: 116
  coreArea_mm2: 0.0127
  die_h_um: 116
  row_count: 41
  io_pins: 24
logic_synthesis:
  synth_top_area_share_pct: 55.3
  ys_chip_area_mm2: 0.00391
  ys_seq_share_pct: 73.8
  post_synth_ao_oa_area_fraction_pct: 1.79
  synth_cell_type_count: 32
  syn-cell-area_mm2: 0.00391
  ys_warn_count: 4
  synthCells: 209
  logic_family: "multiplexers"
  synth-xor-area-share_pct: 4.45
  synth_adder_area_share_pct: 1.28
  ys_cells: 209
  yosys.area.top_type: "edfxtp_1"
  synthSimpleGateAreaFrac_pct: 5.76
  synthTopCellsByArea: "edfxtp_1, dfrtp_1, mux4_2, dfxtp_1, and2_1"
  ys_ff: 104
  ys_sh_mux_pct: 11.8
  synth_area_per_cell_um2: 18.7
place:
  place_congestion: 0.751
  placed_cell_area_mm2: 0.00442
  io_buffers: 22
  dp_hpwl_um: 4130
  dp_cells: 410
power_and_ir_drop:
  p_leak_uw: 0.00167
  totalPowerFinal_uw: 5760
  power_density_mw_per_mm2: 1200
  ir_drop_mv: 0.350
cells_and_area:
  final_core_util_pct: 37.8
  syn_to_final_growth_pct: 22.6
  drive_above_1_share_pct: 23.7
  stdcell_count: 429
  stdcell_area_mm2: 0.00479
global_route:
  grt_pass1_wl_um: 10400
  grt_remaining_overflow: 0
  track_usage_pct: 11.2
  antenna_found_initial: 0
  grt_pass1_vias: 1994
  grt_max_degree: 17
final_timing:
  setup_viol: 0
  finalSetupTns_ns: 0
  skew_ns: 0.00624
  slew_viol_final: 0
  hold_viol_final: 0
  rsz0062_at_grt: "false"
  tightest_slew_ns: 0.703
  relSlewSlack_pct: 53.1
clock_tree:
  postCtsSetupBuffers: 0
  cts_tree: "yes"
  cts_resized: 0
  ctsHoldBuffers: 0
  cts.clk_slew.worst_paths_ns: 0.06
  cts.sinks: 104
setup_path:
  cp_max_fo: 3
  worstPathArrival_ns: 2.27
  cpMostUsedCell: "xor2_1"
  worstPathCellList: "clkdlybuf4s50_1 > nor2b_1 > ha_1 > xor2_1 > xor2_1 > xor2_1 > a2111oi_2"
  crit_type: "in2reg"
  critPathLaunchType: "input port"
  cpPeakStageDelay_ns: 0.45
  worst_setup_path_end_kind: "register"
  required_ns: 2.66
  cpMaxStageDelayCell: "clkdlybuf4s50_1"
status:
  status: "complete, no violations"
drt:
  ant_nets: 0
  wl_um: 6550
  drt_iter0_drc: 52
  diodes: 0
  drc: 0
  detail_route.wl_per_cell_um: 15.3
  vias: 1882
  dr.pass1.iters: 5
  viasPerCell: 4.39
flow_run:
  cap_violations: 0
  warnings: 27
worst_hold_path:
  worstHoldPathType: "reg2reg"
==> routing by layer <==
layer	global-route usage [%]	share of wire (%)	wire length, um
met1	14.2	39	2570
met2	17.3	49	3190
met3	6.50	9.5	623
met4	2.48	2.5	162
met5	0	0	0
==> power breakdown <==
part / internal, uW / leakage [uW] / switching, uW
sequential: 2310 / 0.000979 / 254
clock: 949 / 0.000177 / 654
combinational: 904 / 0.000509 / 683
total: 4160 / 0.00167 / 1590
==> through the flow <==
stage / hold slack [ns] / setup WS [ns]
6_report: 0.410 / 0.385
5_1_grt: 0.419 / 0.189
4_1_cts: 0.401 / 0.373
3_5_place_dp: 0.419 / 0.0316
3_3_place_gp: 0.417 / 0.0847
2_1_floorplan: 0.204 / 0.245
==> cell usage in the layout, fill, tap and decap left out, types with 6 or more instances in the layout <==
master           Yosys  routed
dfxtp_1             16      16
mux4_2              16      16
nor2_1               6       6
and2_1              16      16
xor2_1              10      10
dfrtp_1             15      15
buf_4                1      13
clkdlybuf4s50_1      0      22
mux2_2               8       8
clkbuf_16            0      13
edfxtp_1            72      72
xnor2_1              8       8
==> flip-flops by register name (all words and copies together), names as in the netlist <==
register / count
sync_wptr.q1: 4
sync_wptr.q2: 4
rptr_h.empty: 1
sync_rptr.q2: 4
wptr_h.b_wptr: 4
wptr_h.full: 1
rptr_h.g_rptr: 3
rptr_h.b_rptr: 4
fifom.data_out: 8
fifom.fifo: 64
wptr_h.g_wptr: 3
sync_rptr.q1: 4
==> layout make-up <==
type	count	area, um^2
fillers	1149	7880
flip-flops and latches	104	2880
multi-input cells	97	980
repair buffers	36	338
clock buffers	13	325
well taps	172	215
clock inverters	6	46.3
inverters	1	3.75
==> synth_stat cells <==
library cell	instances
a21oi_1	4
nand3_1	4
or2b_1	1
buf_2	3
ha_1	4
xor2_1	10
xnor2_1	8
mux2i_1	1
a2bb2oi_1	1
dfrtp_1	15
and4b_1	1
inv_1	1
edfxtp_1	72
or3_1	2
buf_4	1
mux4_2	16
buf_6	1
and2_1	16
a22oi_2	1
mux2_2	8
o31a_1	1
dfxtp_1	16
nand2_1	3
nor2b_1	2
xor2_2	1
o21ai_0	1
nor3_1	2
dfstp_2	1
nand2b_1	3
clkbuf_1	2
a2111oi_2	1
nor2_1	6
==> worst max-delay path: cells and delay by family <==
kind            cells  cell delay [ns]
compound gates      1             0.28
xor+xnor            3             0.56
fa+ha+maj           1             0.25
buf+inv             1             0.45
simple gates        1             0.24
==> final timing paths <==
check | from | end | slack [ns] | cells past startpoint
min in group asynchronous | wrst_n | wptr_h.g_wptr[2]$_DFF_PN0_ | 0.53 | 1
min reg2reg | rptr_h.g_rptr[1]$_DFF_PN0_ | sync_rptr.q1[1]$_SDFF_PN0_ | 0.41 | 1
max | r_en | rptr_h.empty$_DFF_PN1_ | 0.39 | 7
min | rptr_h.g_rptr[1]$_DFF_PN0_ | sync_rptr.q1[1]$_SDFF_PN0_ | 0.41 | 1
max in group asynchronous | rrst_n | rptr_h.g_rptr[0]$_DFF_PN0_ | 1.50 | 1
max in group clk1 | w_en | wptr_h.full$_DFF_PN0_ | 0.40 | 8
min in group clk0 | sync_wptr.q1[2]$_SDFF_PN0_ | sync_wptr.q2[2]$_SDFF_PN0_ | 0.43 | 1
max reg2reg | wptr_h.full$_DFF_PN0_ | wptr_h.full$_DFF_PN0_ | 0.63 | 7
==> cells by family (layout without fill, tap and decap cells) <==
group	count (synthesis)	after routing
adder cells (fa/ha/maj)	4	4
AND-OR/OR-AND	9	9
XOR/XNOR	19	19
AND/OR/NAND/NOR	40	40
buffers and inverters	8	56
multiplexers	25	25
flip-flops	104	104
No activity file was given, so power comes from the tool's default toggle rates.
